`/design/flow/config.mk`:
```
export PLATFORM = sky130hd
export DESIGN_NAME = slave
export DESIGN_NICKNAME = slave
export VERILOG_FILES = /design/flow/design.v
export SDC_FILE = /design/flow/constraint.sdc
export NUM_CORES = 4
export LEC_CHECK = 1
export CORE_UTILIZATION = 30
```
`/design/flow/constraint.sdc`:
```
current_design slave

set clk_period 2.0
set clk_io_pct 0.2

create_clock -name clk0 -period $clk_period [get_ports {clk}]

set non_clock_inputs [all_inputs -no_clocks]
set_input_delay [expr $clk_period * $clk_io_pct] -clock clk0 $non_clock_inputs
set_output_delay [expr $clk_period * $clk_io_pct] -clock clk0 [all_outputs]
```
`/design/flow/design.v`:
```
module master(
	input clk, reset,
	input [31:0] trans_data,
	input ready,
	output reg valid,
	output [31:0] data,
	output valid_var);
	reg state_m,nxt_state_m;
	parameter idle_m=0, valid_m=1;
	assign data=trans_data;
	assign valid_var=!(trans_data==32'b0);
	always @ (*) begin
		case(state_m)
		idle_m: if(valid_var)
					nxt_state_m=valid_m;
					else nxt_state_m=idle_m;
		valid_m: if(valid_var)
					nxt_state_m=valid_m;
					else nxt_state_m=idle_m;
		default: nxt_state_m=idle_m;
		endcase
	end
	always @ (posedge clk) begin
		if(reset) begin
			state_m<=idle_m;
			valid<=0;
			end
			else begin 
			 state_m<=nxt_state_m;
			 valid<=valid_var;
			end
	end
endmodule
module slave(
	input clk, reset,
	input valid,
	input [31:0] data,
	input valid_var,
	output reg ready);
	wire ready_var, datapath_open;
	reg [31:0] s_data;
	reg state_s, nxt_state_s;
	parameter busy_s=0, ready_s=1;
	assign ready_var=(s_data==0);
	assign datapath_open=ready_var&&valid_var;
	always @ (*) begin
		case(state_s)
		busy_s: if(ready_var)
					nxt_state_s=ready_s;
				else nxt_state_s=busy_s;
		ready_s: if(ready_s)
					nxt_state_s=ready_s;
				else nxt_state_s=busy_s;
		default: nxt_state_s=busy_s;
		endcase
	end
	always @ (posedge clk) begin
		if(reset) begin
			ready<=1'b0;
			state_s<=busy_s;
			end
		else begin
				nxt_state_s<=busy_s;
				ready<=ready_var;
			end
	end
	always @ (posedge clk) begin
		if(reset) begin
			s_data<=0;
				end
		else if(datapath_open) begin
			s_data<=data;
			end
			else begin 
				s_data<=s_data;
			end
	end
endmodule
```
`/design/flow/run.sh`:
```
#!/bin/bash
# OpenROAD 26Q1-2900-gdf79404cd8, Yosys 0.63+post, stock flow scripts
make -C /OpenROAD-flow-scripts/flow DESIGN_CONFIG=/design/flow/config.mk WORK_HOME=/design/flow/orfs finish
```
==> flow_metrics.tcl <==
# flow metrics
set metrics [dict create \
    ant_nets 0 \
    fin_ws_ns 0.316 \
    drv_slew 0 \
    wirelength_mm 3.27 \
    reg2reg_slack_ns 0.32 \
    num_antenna_cells 0 \
    p_comb_share_pct 53.2 \
    grt_overflow 0 \
    insertion_delay_ns 0.27 \
    relSlewSlack_pct 68.2 \
    required_ns 2.17 \
    finalCritPeriodShare_pct 84.2 \
    top_layer "met4" \
    max_cap_violations 0 \
    syn-instance-count 156 \
    dp_hpwl_mm 2.08 \
    cp-start-kind "flop" \
    ys_area_um2 1660 \
    rsz0062_at_grt "no" \
    met3_length_um 131 \
    gp_congestion 0.709 \
    hold_class "flop to flop" \
    place.port_buffers 35 \
    tns_ns 0 \
    die_width_um 76.4 \
    die_h_um 76.4 \
    row_count 26 \
    clock.fmax_ghz 0.594 \
    grt_pass1_vias 1234 \
    io_pins 37 \
    cts_max_level 2 \
    critPathKind "flop to flop" \
    crit_fanout 26 \
    ir_drop_uv 840 \
    power_mw 2.86 \
    synth_warnings 1 \
    cts_buffer_depth 2 \
    critPathSlowestCell "nor4_1" \
    syn_area_um2 1660 \
    viasPerCell 4.80 \
    initial_core_util_pct 31.9 \
    first_pass_iters 4 \
    crit_family "simple AND/OR/NAND/NOR gates" \
    num_vias 1242 \
    cp_cell_sequence "nor4_1 > nand4_2 > buf_4 > o41ai_1" \
    cts_made_buffers 5 \
    power.share.clock_pct 16.4 \
    drive_above_1_share_pct 23.8 \
    hold_viol_final 0 \
    core_area_um2 5200 \
    met1_length_mm 1.61 \
    clk_pin_slew_ns 0.07 \
    synth_flop_count 33 \
    grt_max_degree 47 \
    p_leak_nw 0.852 \
    drc 0 \
    met2_wirelength_mm 1.50 \
    clkSinkCount 33 \
    final_common_cell "clkdlybuf4s50_1" \
    die_area_um2 5840 \
    hold_slack_ns 0.466 \
    swShare_pct 47.2 \
    p_int_mw 1.51 \
    grtUsageTotal_pct 11.8 \
    finalSetupViolations 0 \
    skew_ns 0.00199 \
    path_buffers 1 \
    warnings 26 \
    antenna_found_initial 0 \
    pwr_density_cell_nw_per_um2 1330 \
    cts_resized 0 \
    fin_crit_ns 1.68 \
    syn-mean-instance-area_um2 10.6 \
    areaGrowthSynthToFinish_pct 29.3 \
    cp.arrival_ns 1.86 \
    cts_root_buf "clkbuf_8" \
    grt_pass1_wl_mm 5.54 \
    cts_setup_buffers 0 \
    synth_cell_types 16 \
    stdcell_count 259 \
    worstMarginPinSlew_ns 0.473 \
    final_cell_mix "clkdlybuf4s50_1 (34), dfxtp_1 (33), nand2_1 (32), nand2b_1 (30), o41ai_2 (29)" \
    place_ws_ns 0.334 \
    hold_buffers 0 \
    yosys_cells 156 \
    endpoint_kind "flop" \
    cts_tree "yes" \
    drt-initial-drc-count 55 \
    sequentialPowerShare_pct 30.4 \
    outcome "completed" \
    wire_per_inst_um 12.6 \
    cpPeakStageDelay_ns 0.46 \
    p_switching_mw 1.35 \
    ys_seq_share_pct 39.8 \
    dp_cells 251 \
]
metal layers:
layer  up-vias  GRT usage (%)
li1        638              -
met1       581           16.8
met2        21           18.8
met3         2           3.28
met4         0           1.15
met5         -              0
Yosys cell counts, drive strengths merged:
cell type	count	area, um^2
nand2b	30	188
buf	10	71.3
nor3	1	5.00
dfxtp	33	661
o41ai	32	498
dlygate4sd1	1	8.76
or2b	2	15.0
nor4	8	56.3
nand2	32	120
nand4	2	18.8
clkbuf	5	18.8
cell type report:
cell class / instances / area (um^2)
tap: 70 / 87.6
clock buffer: 6 / 72.6
clock inverter: 2 / 10.0
multi-input combinational: 107 / 901
timing repair buffer: 41 / 415
fill: 514 / 3060
sequential: 33 / 661
flip-flops by register name, indices dropped and copies added (netlist names):
signal	flops
s_data	32
ready	1
final timing paths:
check	startpoint	to	cells past startpoint
min reg2reg	s_data[7]	s_data[7]	2
max reg2reg	s_data[16]	s_data[31]	4
max	s_data[16]	s_data[31]	4
min	s_data[7]	s_data[7]	2
per-stage QoR:
stage	instance area [um^2]	utilization, %
4_1_cts	2150	41.3
5_1_grt	2150	41.3
6_report	2150	41.3
3_5_place_dp	2060	39.7
2_1_floorplan	1660	-
3_3_place_gp	2060	39.7
logic make-up after synthesis:
logic type             count (synthesis)  synth area share [%]
AND/OR/NAND/NOR                       75                  24.3
flip-flops                            33                  39.8
buffers and inverters                 16                  5.95
AND-OR/OR-AND                         32                  30.0
power by group through the flow:
stage                 clock network [mW]  registers, mW  logic (mW)
after CTS                          0.491          0.869        1.55
after global routing               0.521          0.884        1.66
final                              0.470          0.869        1.52
worst reg2reg max path, cell delays in order, from the launching register on:
cell,delay [ns]
dfxtp_1,0.30
nor4_1,0.46
nand4_2,0.16
buf_4,0.29
o41ai_1,0.37
No activity file was given, so power comes from the tool's default toggle rates.
